==> design/flow/design.v <==
module imm_selector (
    input  logic [31:0] instr,
    output logic [31:0] imm
);
    logic [6:0] opcode;
    assign opcode = instr[6:0];
    logic [31:0] I_type_imm;
    logic [31:0] S_type_imm;
    logic [31:0] B_type_imm;
    logic [31:0] U_type_imm;
    logic [31:0] J_type_imm;
    assign I_type_imm = {{20{instr[31]}}, instr[31:20]};
    assign S_type_imm = {{20{instr[31]}}, instr[31:25], instr[11:7]};
    assign B_type_imm = {{20{instr[31]}}, instr[7], instr[30:25], instr[11:8], 1'b0};
    assign U_type_imm = {instr[31:12], 12'b0};
    assign J_type_imm = {{12{instr[31]}}, instr[19:12], instr[20], instr[30:21], 1'b0};
    always_comb begin
        casez (opcode)
            7'b00?0011, 7'b1100111: imm = I_type_imm;   
            7'b0100011: imm = S_type_imm;   
            7'b1100011: imm = B_type_imm;   
            7'b0?10111: imm = U_type_imm;   
            7'b1101111: imm = J_type_imm;   
            default: imm = 0;
        endcase
    end
endmodule
==> design/flow/run.sh <==
#!/bin/bash
# OpenROAD 26Q1-2900-gdf79404cd8, Yosys 0.63+post, stock flow scripts
make -C /OpenROAD-flow-scripts/flow DESIGN_CONFIG=/design/flow/config.mk WORK_HOME=/design/flow/orfs finish
==> design/flow/config.mk <==
export PLATFORM = sky130hd
export DESIGN_NAME = imm_selector
export DESIGN_NICKNAME = imm_selector
export VERILOG_FILES = /design/flow/design.v
export SDC_FILE = /design/flow/constraint.sdc
export NUM_CORES = 4
export LEC_CHECK = 1
export CORE_AREA = 10 10 71 71
export DIE_AREA = 0 0 81 81
==> design/flow/constraint.sdc <==
current_design imm_selector

set clk_period 4.6
set clk_io_pct 0.2

create_clock -name clk0 -period $clk_period

set non_clock_inputs [all_inputs -no_clocks]
set_input_delay [expr $clk_period * $clk_io_pct] -clock clk0 $non_clock_inputs
set_output_delay [expr $clk_period * $clk_io_pct] -clock clk0 [all_outputs]
==> ci_impl_report.md <==
### Yosys + OpenROAD results

| Metric | Value |
|---|---|
| Status | `finished, final reports clean` |
| Buffers added on ports | `around 64` |
| Post-Layout Cell Count | `about 180` |
| Initial antenna violation count | `0` |
| Largest net degree at the start of global routing | `18` |
| Die height | `around 80 um` |
| P_leak | `between 0.5 and 0.6 nW` |
| Area Overhead vs Synth | `115%` |
| Routed len/inst | `roughly 15 um` |
| Top cells by count, synth | `12 x nand3_1, 10 x o21ai_2, 9 x a21o_1, 8 x and2b_2, 5 x a22o_1` |
| DR DRC count | `0` |
| All-layer global routing usage | `under 10%` |
| Peak VDD IR | `~0.024 mV` |
| Fin Hold WS | `roughly 2.8 ns` |
| Ports | `64` |
| Die width | `just over 80 um` |
| Yosys stat chip area | `582 sq um` |
| Critical path arrival | `2.96 ns` |
| Worst-margin pin slew | `a little under 0.5 ns` |
| First-pass GRT wire length | `around 4000 um` |
| Startpoint type of the worst setup path | `input pin` |
| Power Dens Cells | `between 50 and 60 nW/um^2` |
| Ys cells | `73` |
| Die area | `between 6000 and 7000 sq um` |
| Post-route ant nets | `0` |
| Synthesized cell area | `~580 sq um` |
| Via count | `just over 800` |
| Synth top cell by count | `nand3_1` |
| Critical path origin | `instr[2]` |
| Postcts setup bufs | `0` |
| Total wire length | `between 2000 and 3000 um` |
| Setup TNS | `0 ns` |
| Minimum clock period after layout | `just under 4 ns` |
| Setup violations, final | `0` |
| Reg area | `0 sq um` |
| Final Wtd Congestion | `roughly 0.85` |
| Clk_buf instances | `0` |
| Unique cell types | `29` |
| Final Hold Viols | `0` |
| Syn_area_per_cell | `between 7 and 8 sq um` |
| Hold depth | `3` |
| Top cells, area | `o21ai_2 15%, and2b_2 12%, a21o_1 12%` |
| Layout cells sized above 1 | `about 20%` |
| FILL cells | `about 370` |
| Max-Cap Viols | `0` |
| Fmax | `258 MHz` |
| CORE AREA | `between 3000 and 4000 sq um` |
| Tool warnings | `32` |
| Part of the cycle the worst path needs | `between 80 and 90%` |
| YS warnings | `1` |
| Register area share after synthesis | `0%` |
| Worst Hold Path EP | `imm[19]` |
| RSZ-0062 raised after global routing | `false` |
| Slew margin rel. | `between 60% and 70%` |
| Post-synth top area cell | `o21ai_2` |
| Hold Path Origin | `instr[19]` |
| Post-Route Utilization | `34.4%` |
| First DRT Iteration DRCs | `77` |
| Worst Path Required | `about 3.7 ns` |
| Inserted Diodes | `0` |
| Cts repair resizes | `0` |
| Worst min-delay path class | `in -> out` |
| Area leader share | `roughly 15%` |
| DR pass1 iterations | `4` |
| Via density | `around 4.6` |
| Starting Density | `approximately 16%` |
| GR Overflow Total | `0` |
| WS Path Type | `in -> out` |
| Dpl cells | `180` |
| Vias in the first global route | `between 800 and 900` |
| FFs & Latches | `0` |
| Crit Path Max Fanout | `12` |
| Post-CTS Hold Fix Bufs | `0` |
| Hpwl dp | `between 2000 and 2500 um` |
| Crit end category | `output pin` |
| Slew Limit Fails | `0` |
| Std cell rows | `22` |
| Syn Inst Count | `73` |
per-stage QoR:
| stage | setup WS, ns | power (mW) | cell area [sq um] |
|---|---|---|---|
| after floorplan | 1.91 | 0.0219 | 582 |
| after global placement | 0.795 | 0.0671 | 1250 |
| after CTS | 0.719 | 0.0682 | 1250 |
| final | 0.720 | 0.0675 | 1250 |
| after detailed placement | 0.718 | 0.0678 | 1250 |
| after global routing | 0.604 | 0.0729 | 1250 |
layout by cell type, fill, tap and decap left out, types with 2 or more instances in the layout:
cell type,Yosys,layout
a31oi_1,2,2
nand3_1,12,12
o32ai_1,2,2
and2b_2,8,8
clkdlybuf4s50_1,0,64
a21o_1,9,9
o21ai_2,10,10
a22o_1,5,5
worst max-delay path, stage by stage:
cell,delay [ns]
clkdlybuf4s50_1,0.59
and3_1,0.46
o21a_1,0.36
a21o_1,0.17
clkdlybuf4s50_1,0.46
where the power goes:
group,internal (mW),switching (mW),leakage (nW)
logic,0.0434,0.0241,0.505
registers,0,0,0
clock network,0,0,0
total,0.0434,0.0241,0.505
final cells by class:
class / instances / area (sq um) / area share, %
inverters: 1 / 3.75 / 0.300
well taps: 48 / 60.1 / 4.80
multi-input cells: 66 / 538 / 43.0
repair buffers: 65 / 648 / 51.9
layer usage:
layer	GRT usage [%]	up-vias	wire, um
li1	-	408	-
met3	2.90	0	445
met1	9.37	366	1130
met4	0	0	0
met5	0	-	0
met2	12.1	49	1130
worst max path at each step:
stage	to	slack [ns]
after CTS	imm[18]	0.72
after global routing	imm[12]	0.60
final	imm[17]	0.72
cell families after synthesis:
| kind of cell | count (synthesis) | share of synthesized area (%) |
|---|---|---|
| and+or+nand+nor | 32 | 43.0 |
| buffers and inverters | 7 | 7.53 |
| AOI/OAI and AO/OA | 33 | 46.9 |
| muxes | 1 | 2.58 |
No activity file was given, so power comes from the tool's default toggle rates.
