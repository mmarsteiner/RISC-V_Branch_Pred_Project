==> flow/design.v <==
module register_file (
    input logic clock,
    input logic reset,
    input logic WB_reg_wr_enb,
    input logic [4:0] ID_reg_read_addr1,
    input logic [4:0] ID_reg_read_addr2,
    input logic [4:0] WB_reg_write_addr,
    input logic [31:0] WB_reg_write_data,
    output logic [31:0] ID_reg_read_data_1,
    output logic [31:0] ID_reg_read_data_2
);
    logic [31:0] registers[31:0];
    assign ID_reg_read_data_1 = registers[ID_reg_read_addr1];
    assign ID_reg_read_data_2 = registers[ID_reg_read_addr2];
    logic [31:0] x9;
    assign x9 = registers[9];
    logic [31:0] x1;
    assign x1 = registers[1];
    int i;
    always_ff @(posedge clock) begin
        if (reset) begin
            for (i = 0; i < 32; i++) begin
                registers[i] <= 32'b0;
            end
        end
        if (WB_reg_wr_enb && WB_reg_write_addr != 5'b0) begin
            registers[WB_reg_write_addr] <= WB_reg_write_data;
        end
    end
endmodule
==> flow/run.sh <==
#!/bin/bash
# OpenROAD 26Q1-2900-gdf79404cd8, Yosys 0.63+post, stock flow scripts
make -C /OpenROAD-flow-scripts/flow DESIGN_CONFIG=/design/flow/config.mk WORK_HOME=/design/flow/orfs finish
==> flow/config.mk <==
export PLATFORM = sky130hd
export DESIGN_NAME = register_file
export DESIGN_NICKNAME = register_file
export VERILOG_FILES = /design/flow/design.v
export SDC_FILE = /design/flow/constraint.sdc
export NUM_CORES = 4
export LEC_CHECK = 1
export CORE_UTILIZATION = 30
==> flow/constraint.sdc <==
current_design register_file

set clk_period 26.2
set clk_io_pct 0.2

create_clock -name clk0 -period $clk_period [get_ports {clock}]

set non_clock_inputs [all_inputs -no_clocks]
set_input_delay [expr $clk_period * $clk_io_pct] -clock clk0 $non_clock_inputs
set_output_delay [expr $clk_period * $clk_io_pct] -clock clk0 [all_outputs]
==> flow_summary_export.csv <==
group,metric,value,unit
synth,netlist_instances,4602,
synth,ys_async_sr_fraction,0,%
routing,wl_per_cell,27.32,µm
setup_path,worstSetupStartpointType,"primary input",
synth,synth.logic.top_family,"multiplexers",
final_timing,worstMarginPinSlew,0.9786,ns
pwr,p_comb_share,12.4,%
grt,grt_max_degree,101,
routing,ant_nets,0,
routing,routed_wl,194900,µm
final_timing,period_needed,15.47,ns
synth,numSynthFlops,1024,
final_timing,relSlewSlack,34.56,%
grt,grt_pass1_wl,276300,µm
final_layout,top_regs,"registers: 1024 flops",
routing,drt-pass1-iter-count,5,
clocking,cts.repair.resized,0,
clocking,clock_sinks,1024,
place,gp_congestion,0.9057,
floorplan,fp.dieH,434.0,µm
synth,yosysTopAreaCell,"edfxtp_1",
final_timing,fmax,64.66,MHz
setup_path,end_kind,"primary output",
min_path,hold_path_end,"registers[0][6]$_SDFFCE_PN0P_",
final_layout,ff_latch_area,30750,µm²
run,drv_cap,0,
synth,synth.top_cell.area_share,54.92,%
synth,ys_sh_aoi,7.008,%
synth,seq_area_frac_synth,54.92,%
floorplan,core_area,185400,µm²
synth,ys_sh_simple,15.73,%
setup_path,crit_fanout,37,
synth,synth-main-ff-cell,"edfxtp_1",
min_path,min_path_cells,2,
clocking,cts_tree,"built",
synth,yosysChipArea,55990,µm²
pwr,pwr-share-seq,49.5,%
synth,yosys_cells,4602,
place,place_hpwl,110300,µm
min_path,worstHoldStart,"reset",
final_timing,grt_setup_unrepaired,"false",
clocking,cts_setup_buffers,0,
setup_path,crit_arrival,10.23,ns
clocking,ctsHoldBuffers,0,
final_timing,setup_viol,0,
clocking,cts_root_buffer,"clkbuf_16",
synth,avgSynthCellArea,12.17,µm²
final_timing,finalHoldViolCount,0,
synth,top_cells_by_area,"edfxtp_1, mux2i_1, and2_1",
routing,drc,0,
synth,ys_warn_count,1,
pwr,p_sw,0.001009,W
setup_path,critPathKind,"primary input to primary output",
outcome,status,"complete, no violations",
final_layout,logic_area,23290,µm²
floorplan,die-width,434.0,µm
pwr,power_frac_clock,38.1,%
grt,grt_pass1_vias,39192,
final_layout,fill_cells,17905,
final_layout,post-route-util,33.89,%
final_layout,largest_reg_flops,1024,
final_timing,tns,0,ns
synth,synth-edff-count,1024,
clocking,cts_buffers,107,
grt,overflow,0,
synth,adder_share,0,%
pwr,leakage,23.94,nW
synth,common_cells,"edfxtp_1, mux2i_1, and2_1, clkbuf_1, nand2_1",
floorplan,fp_util,30.19,%
synth,synth.distinct_cells,29,
final_timing,slew_violations,0,
setup_path,cp.required,20.96,ns
routing,initialDrtViolationCount,2458,
clocking,cts.clk_slew.worst_paths,0.06,ns
floorplan,rows,158,
final_layout,drive_gt1_share,8.184,%
run,log.warning_count,29,
final_timing,finalCritPeriodShare,59.03,%
final_timing,fin_hold_ws,5.149,ns
pwr,switching_share,25.69,%
final_layout,area_delta_synth_final,12.24,%
synth,xor_share,0,%
grt,grt_antenna_before_repair,10,
final_layout,max_flop_register,"registers",
clocking,htreeDepth,3,
clocking,clk_path_buf_depth,3,
floorplan,io_pins,114,
routing,drt-vias-per-instance,5.293,
pwr,p_int,0.002917,W
pwr,ir_drop,0.00006170,V
synth,synth_area,55990,µm²
min_path,hold_class,"primary input to register",
synth,ys_sh_mux,18.31,%
place,io_buffers,113,
grt,grt_usage,21.63,%
routing,vias,37758,
pwr,totalPowerFinal,0.003926,W
floorplan,dieArea,188400,µm²
pwr,powerDensity,62.47,nW/µm²
==> metrics by stage <==
stage / worst slack (ns) / std cells / area, µm²
after floorplan: 14.66 / 4633 / 56110
after global placement: 10.91 / 6926 / 59440
after detailed placement: 10.87 / 6926 / 59440
after CTS: 10.87 / 7123 / 62820
after global routing: 10.65 / 7130 / 62840
final: 10.73 / 7133 / 62840
==> cell type report <==
class	instances	share of cell area [%]
sequential	1024	48.93
clock buffer	130	4.500
multi-input combinational	3163	37.07
antenna	10	0.03982
clock inverter	67	0.8721
timing repair buffer	259	3.651
tap	2480	4.938
==> worst max path at each step <==
| stage | start | end | slack, ns | cells after the start |
|---|---|---|---|---|
| 6_report | ID_reg_read_addr1[0] | ID_reg_read_data_1[14] | 10.73 | 11 |
| 4_1_cts | ID_reg_read_addr1[0] | ID_reg_read_data_1[14] | 10.87 | 11 |
| 5_1_grt | ID_reg_read_addr1[0] | ID_reg_read_data_1[14] | 10.65 | 11 |
==> kinds of logic after synthesis <==
group	Yosys count
other	1
AND/OR/NAND/NOR	1531
multiplexers	1024
flip-flops	1024
buffers and inverters	446
AND-OR/OR-AND	576
==> critical path, stage by stage <==
cell	delay [ns]
clkdlybuf4s50_1	0.55
nor2_4	0.45
buf_4	0.38
buf_4	0.58
buf_4	0.71
buf_4	0.58
a22o_1	0.24
nor3_1	0.06
a31oi_1	0.57
nand3_1	0.27
clkdlybuf4s50_1	0.48
==> cells in the final DEF (no fill, tap or decap), types with 2 or more instances in the layout <==
cell	n
nand3b_2	2
clkinvlp_4	3
edfxtp_1	1024
a31oi_1	64
diode_2	10
nand2b_2	4
or3b_4	2
buf_12	5
nand3_1	193
nor2_2	2
nand2_2	2
and2_4	2
nand3b_1	3
clkbuf_16	110
bufinv_16	8
clkinv_2	21
clkinv_1	29
a21oi_1	192
a22oi_1	192
nor3_1	64
buf_8	2
inv_6	3
nand2_1	193
or2_2	33
clkdlybuf4s50_1	110
clkbuf_1	20
conb_1	32
mux2i_1	1024
buf_4	141
a22o_1	128
and2_1	992
nor2b_4	4
nor2_4	31
==> layer usage <==
metal | track usage, % | part of all wire (%)
met5 | 0.05204 | 0.0051
met1 | 24.58 | 35
met2 | 33.87 | 47
met3 | 10.93 | 12
met4 | 10.69 | 5.8
==> power by group through the flow <==
stage / registers [W] / clock network [W] / logic (W)
after global routing: 0.00196 / 0.00157 / 0.000516
after CTS: 0.00194 / 0.00151 / 0.000486
final: 0.00194 / 0.00149 / 0.000487
Power figures rest on the tool's default switching activity, not on a simulated workload.
