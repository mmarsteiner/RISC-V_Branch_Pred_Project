==> flow/design.v <==
module sat_cnt #(
    parameter BITS = 1
) (
    input  logic        clk,
    input  logic        reset,
    input  logic [31:0] predict_addr,
    input  logic [31:0] resolve_addr,
    input  logic        record_result,
    input  logic        resolve_taken,
    output logic        prediction
);
    logic [BITS-1:0] prediction_table[127:0];
    int i;
    always @(posedge clk) begin
        if (reset) begin
            for (i = 0; i <= 127; i = i + 1) begin
                prediction_table[i] <= {1'b1, {(BITS - 1) {1'b0}}};
            end
        end else if (record_result) begin
            if ( (!((prediction_table[resolve_addr] == {BITS{1'b1}}) &&  resolve_taken))    && 
                    (!((prediction_table[resolve_addr] == {BITS{1'b0}}) && !resolve_taken)) )
		 begin
                prediction_table[resolve_addr] <= prediction_table[resolve_addr] + (resolve_taken ? 1 : -1);
            end
        end
    end
    assign prediction = prediction_table[predict_addr][BITS-1];
endmodule
==> flow/run.sh <==
#!/bin/bash
# OpenROAD 26Q1-2900-gdf79404cd8, Yosys 0.63+post, stock flow scripts
make -C /OpenROAD-flow-scripts/flow DESIGN_CONFIG=/design/flow/config.mk WORK_HOME=/design/flow/orfs finish
==> flow/config.mk <==
export PLATFORM = sky130hd
export DESIGN_NAME = sat_cnt
export DESIGN_NICKNAME = sat_cnt
export VERILOG_FILES = /design/flow/design.v
export SDC_FILE = /design/flow/constraint.sdc
export NUM_CORES = 4
export LEC_CHECK = 1
export CORE_UTILIZATION = 50
==> flow/constraint.sdc <==
current_design sat_cnt

set clk_period 14.4
set clk_io_pct 0.2

create_clock -name clk0 -period $clk_period [get_ports {clk}]

set non_clock_inputs [all_inputs -no_clocks]
set_input_delay [expr $clk_period * $clk_io_pct] -clock clk0 $non_clock_inputs
set_output_delay [expr $clk_period * $clk_io_pct] -clock clk0 [all_outputs]
==> notes.md <==
Numbers from the implementation run.

The flow ran to the end, and the final reports show no timing, DRC or antenna violations. The register with the most flip-flops in the final layout is prediction_table. STA classifies the critical path startpoint as an input pin.

In this run the power density over the cells is 94.3 mW/mm2. The analysis attributes to cell leakage a power of 2.79 nW. The detailed router finished its first iteration with 917 violations. The floorplan has 47 rows.

The number of enable-type register cells in the synthesized netlist is 0. The OpenROAD warning count is 75. The count of instantiated cells in the yosys netlist is 985. Counting distinct cell types in the post-synthesis netlist gives 43. The clock input transition at the sequential cells of the worst setup and hold paths is 0.05 ns. In the log, the iteration count for the first detailed-route pass is 5.

The reg-to-reg setup timing slack is 10.99 ns. The detail route stage leaves a number of antenna-violating nets equal to 0. The count of warnings emitted by yosys is 1. The synthesis report names the predominant flop master as sky130_fd_sc_hd__dfxtp_1. The synthesized netlist cell count is 985. Per the detail_route report, routed wire per instance is 27.1 um.

The share of async-settable or async-resettable flops after synthesis is 0%. The routed layout reports a DRC error count of 0. In the setup report, the worst path falls into the class input pin to output pin. The sum of routed wire segments on met1 is 12,100 um. The via count of the first global-routing pass is 8,459. The origin of the critical flop-to-flop path is prediction_table[62]. The arrival time at the worst endpoint is 5.95 ns. Per the CTS log, the maximum H-tree level is 4. The detailed placer's ending HPWL is 18,200 um. The core region is 0.0168 mm2. The largest registers in the layout are prediction_table: 128 flops. The total negative slack for setup checks is 0 ns. Post-CTS repair changed the size of 0 cells. The average instance in the mapped netlist occupies 8.78 um2. In this run the clock root is driven by a sky130_fd_sc_hd__clkbuf_16. The library cell with the largest summed area after synthesis is sky130_fd_sc_hd__dfxtp_1. The setup-violating endpoint count in the final report is 0. TritonCTS built the clock tree.

The leftover overflow at the end of global routing is 0. Clock latency on the worst-skew pair, taken at its later pin, is 0.42 ns. Counting endpoints that fail hold in the final report gives 0.

Once the clock tree was built, the setup fixing pass inserted 0 buffers. The wire length recorded after detailed routing is 31,800 um. Per the detail_route report, the via count comes to 8,716. Yosys reports that the leading cell type by area covers 29.6% of the netlist area. Wire segments on met3 add up to 3940 um in the final route.

The summed standard-cell area reported by yosys is 0.00865 mm2. The count of boundary I/O pins is 69. The synthesized netlist occupies a cell area of 0.00865 mm2.

The number of slew-limit violations in the final report is 0. The number of max-cap violations is 0. The die covers 0.0178 mm2.

According to the floorplan report, the die height is 134 um. The path depth of the worst reg2reg path is 8. The initial antenna violation count is 0.

Entering global routing, the biggest net connects 88 pins. The worst setup path endpoint is prediction. STA lists the endpoint of the worst register-to-register path as prediction_table[75]. The worst setup path startpoint is predict_addr[1]. The peak ir drop on the vdd network is 0.104 mV. The met2 routed wirelength is 14,100 um. Counting along the longest clock path gives a buffer depth of 2. The flop and latch count out of synthesis is 128.

The actual transition at the worst max-transition pin is 1.07 ns. The initial standard-cell utilization of the core is 51.6%. The worst-case headroom to the max-slew limit is 28.3%. Ranked by total cell area, the synthesized netlist is headed by sky130_fd_sc_hd__dfxtp_1 (30%), sky130_fd_sc_hd__mux4_2 (15%), sky130_fd_sc_hd__a41oi_1 (13%), sky130_fd_sc_hd__or2_2 (9.3%), sky130_fd_sc_hd__o21ai_0 (8.7%). The portion of the post-synthesis area used by sequential elements is 29.6%. STA classifies the critical path endpoint as an output pin.

Static timing analysis puts the maximum clock frequency at 113 MHz. For this design, the CTS-stage hold fixing added 0 buffers. The clock sink count is 128. RePlAce ended its routability-driven mode at a weighted congestion of 0.929. Checking hold timing, the worst path is listed with class flop to flop. The worst hold slack is 0.598 ns. For this run, the total global-route usage over all layers was measured as 38.3%. For this run, the detailed router reports a per-instance via density of 7.44. The layout summary lists the proportion of cells stronger than drive strength 1 as 27.2%. The register with the most flip-flops in the layout has 128 of them.

The wire length of the first global-routing pass is 49,500 um. The highest routing layer actually used is met4. The number of buffers created by CTS is 17. The relative area change from synthesis to final layout is 8.46%.

Counting I/O delays and the setup requirement, the final critical path takes 8.83 ns. Setup repair after global routing left no endpoint under its margin. The maximum fanout along the worst path is 32. Clock skew on the completed layout was measured at 0.0123 ns. The number of diodes is 0. The placement report lists the number of port buffers as 18. The data required time of the worst path is 11.52 ns. The horizontal die dimension reported for this design is 134 um. The fraction of the cycle the final worst path needs is 61.3%.
## per-layer routing
layer  vias up  track usage [%]
li1       3781                -
met1      4240             53.1
met2       576             54.7
met3       119             15.2
met4         0             17.0
met5         -                0
## Yosys cell counts (4+ instances only)
library cell,n
sky130_fd_sc_hd__nand2_1,40
sky130_fd_sc_hd__buf_2,33
sky130_fd_sc_hd__clkbuf_1,55
sky130_fd_sc_hd__nor2b_1,8
sky130_fd_sc_hd__o21ai_1,115
sky130_fd_sc_hd__dfxtp_1,128
sky130_fd_sc_hd__buf_4,10
sky130_fd_sc_hd__nand2b_1,8
sky130_fd_sc_hd__mux2i_1,7
sky130_fd_sc_hd__nand3_1,8
sky130_fd_sc_hd__nor3_1,9
sky130_fd_sc_hd__mux2_2,10
sky130_fd_sc_hd__a41oi_1,128
sky130_fd_sc_hd__or2_2,129
sky130_fd_sc_hd__nor2_1,28
sky130_fd_sc_hd__a22o_1,4
sky130_fd_sc_hd__buf_1,7
sky130_fd_sc_hd__and2_1,4
sky130_fd_sc_hd__a221oi_1,13
sky130_fd_sc_hd__mux4_2,59
sky130_fd_sc_hd__o21ai_0,150
## power breakdown
group | leakage (nW) | internal (mW) | total (mW) | switching, mW
Clock | 0.270 | 0.264 | 0.420 | 0.156
Combinational | 1.48 | 0.0256 | 0.110 | 0.0842
Sequential | 1.04 | 0.355 | 0.355 | 0.000368
## worst min path at each step
stage	from	slack, ns	depth (start not counted)	to
4_1_cts	prediction_table[18]	0.61	3	prediction_table[18]
5_1_grt	prediction_table[103]	0.65	3	prediction_table[103]
6_report	prediction_table[18]	0.60	3	prediction_table[18]
## critical path, stage by stage
cell and delay, ns:
sky130_fd_sc_hd__clkdlybuf4s50_1 0.45, sky130_fd_sc_hd__buf_4 0.47, sky130_fd_sc_hd__mux4_2 0.45, sky130_fd_sc_hd__mux4_2 0.54
sky130_fd_sc_hd__mux4_2 0.46, sky130_fd_sc_hd__mux2_2 0.26, sky130_fd_sc_hd__clkdlybuf4s50_1 0.42
## logic make-up after synthesis
| logic type | synth area share, % |
|---|---|
| AOI/OAI and AO/OA | 31.4 |
| DFF | 29.6 |
| buffers and inverters | 5.73 |
| muxes | 17.5 |
| and+or+nand+nor | 15.8 |
## cells in the final DEF (no fill, tap or decap), types with 8 or more instances in the layout
cell type	Yosys	routed
sky130_fd_sc_hd__a41oi_1	128	128
sky130_fd_sc_hd__clkdlybuf4s50_1	0	14
sky130_fd_sc_hd__nand2_1	40	40
sky130_fd_sc_hd__nand2b_1	8	8
sky130_fd_sc_hd__mux2_2	10	10
sky130_fd_sc_hd__nand3_1	8	8
sky130_fd_sc_hd__nor2_1	28	28
sky130_fd_sc_hd__o21ai_1	115	115
sky130_fd_sc_hd__or2_2	129	129
sky130_fd_sc_hd__mux4_2	59	59
sky130_fd_sc_hd__buf_4	10	27
sky130_fd_sc_hd__o21ai_0	150	150
sky130_fd_sc_hd__clkbuf_16	0	17
sky130_fd_sc_hd__nor3_1	9	9
sky130_fd_sc_hd__nor2b_1	8	8
sky130_fd_sc_hd__a221oi_1	13	13
sky130_fd_sc_hd__dfxtp_1	128	128
## through the flow
stage	power, mW	area (um2)	worst slack, ns	instances	util (%)
after floorplan	0.437	8650	6.54	985	-
after global placement	0.467	8820	5.59	1144	52.6
after detailed placement	0.468	8820	5.59	1144	52.6
after CTS	0.883	9380	5.60	1172	56.0
after global routing	0.907	9380	5.54	1172	56.0
final	0.885	9380	5.57	1172	56.0
## layout make-up
| cell class | count | area, um2 |
|---|---|---|
| flip-flops and latches | 128 | 2560 |
| inverters | 3 | 12.5 |
| well taps | 220 | 275 |
| clock inverters | 6 | 85.1 |
| clock buffers | 22 | 474 |
| fillers | 1437 | 7380 |
| repair buffers | 45 | 363 |
| multi-input cells | 748 | 5610 |
Power figures rest on the tool's default switching activity, not on a simulated workload.
